[./run.sh]
#!/bin/bash
# OpenROAD 26Q1-2900-gdf79404cd8, Yosys 0.63+post, stock flow scripts
make -C /OpenROAD-flow-scripts/flow DESIGN_CONFIG=/design/flow/config.mk WORK_HOME=/design/flow/orfs finish
[./config.mk]
export PLATFORM = sky130hd
export DESIGN_NAME = add
export DESIGN_NICKNAME = add
export VERILOG_FILES = /design/flow/design.v
export SDC_FILE = /design/flow/constraint.sdc
export NUM_CORES = 4
export LEC_CHECK = 1
export CORE_AREA = 10 10 70 70
export DIE_AREA = 0 0 80 80
[./constraint.sdc]
current_design add

set clk_period 2.2
set clk_io_pct 0.2

create_clock -name clk0 -period $clk_period

set non_clock_inputs [all_inputs -no_clocks]
set_input_delay [expr $clk_period * $clk_io_pct] -clock clk0 $non_clock_inputs
set_output_delay [expr $clk_period * $clk_io_pct] -clock clk0 [all_outputs]
[./design.v]
module add (A,B,ci,add);
	input [7:4]A ;	
	input [3:0]B ;
	input ci ;
	output [4:0]add ;	
	wire c1,c2,c3 ;
	fulladder
	FA1 (.ci(ci),.a(A[4]),.b(B[0]),.s(add[0]),.co(c1)) ,
	FA2 (.ci(c1),.a(A[5]),.b(B[1]),.s(add[1]),.co(c2)) ,
	FA3 (.ci(c2),.a(A[6]),.b(B[2]),.s(add[2]),.co(c3)) ,
	FA4 (.ci(c3),.a(A[7]),.b(B[3]),.s(add[3]),.co(add[4])) ;
endmodule
module fulladder(ci,a,b,s,co);
	input ci,a,b;
	output s,co;
	assign s = a^b^ci ;
	assign co = (a&b)|(a&ci)|(b&ci) ;
endmodule
==> summary.txt <==
Notes on the flow run.

- The flow ran to the end, but the final reports show violations.
- The checks that failed: negative setup slack.
- Post-synthesis, Yosys gives the total cell area as 155 um^2.
- Yosys printed 0 warnings.
- The share of the yosys chip area belonging to registers is 0%, for reference.
- Per the OpenROAD floorplan log, the area of the core is 3420 um^2.
- The global-route wire length before repair is 607 um, for reference.
- In this run the static leakage power is about 0.14 nW.
- The pin count of the biggest net entering global routing is 2, for reference.
- The worst setup path is launched from an input pin.
- The die is about 80 um tall.
- The number of remaining DRC errors is 0, for reference.
- Data arrives at the worst endpoint at 2.12 ns.
- The layout has 0 clock buffers.
- For reference, the critical path cell chain is buf_6 -> inv_4 -> fa_2 -> inv_2 -> fa_2 -> fa_2 -> inv_2 -> fa_2 -> inv_2 -> buf_6.
- The share of the core filled by cells before placement is 4.54%, for reference.
- Summing the areas of all and, or, nand and nor instances in the mapped netlist gives 0% of the synthesized area.
- Summing the areas of all compound-gate instances in the mapped netlist gives 0% of the synthesized area.
- The type of the tightest min-delay check is in -> out, for reference.
- For reference, the critical path is captured by add[3].
- The synthesized instance count is 19, for reference.
- The class of the most critical setup path is in -> out, for reference.
- In this design, the stage delay of the slowest critical-path cell is around 0.42 ns.
- Looking at the max-slew report, the worst-margin pin has a slew of 0.0943 ns.
- STA lists the maximum fanout along the critical path as 1.
- Summed over all layers, the routed wires come to 410 um.
- The routed via count divided by cell count is between 1.5 and 2, for reference.
- The initial antenna violation count came to 0.
- The synthesized area is 155 um^2, for reference.
- Looking at the critical path, the single cell with the biggest stage delay is sky130_fd_sc_hd__fa_2.
- The share of the cycle needed by the critical path after routing is 116%, for reference.
- The total overflow left after global routing is 0.
- The most used logic cell in the final layout is sky130_fd_sc_hd__inv_2, for reference.
- The total tool warning count is 35, for reference.
- The number of placed I/O pins is 14, for reference.
- By instance count after routing, the leading logic cell types are sky130_fd_sc_hd__inv_2, sky130_fd_sc_hd__buf_6, sky130_fd_sc_hd__clkdlybuf4s50_1.
- The worst path setup slack after routing is -0.358 ns, for reference.
- For reference, the final report shows the max-slew violation count at 0.
- The layout overhead on the synthesized area is 110%, for reference.
- After synthesis, the design contains 19 cells according to Yosys.
- The worst-case IR drop observed on VDD is 0.0898 mV.
- The final design utilization is 9.52%, for reference.
- In the finished design the tool counted flip-flops and latches totalling 0.
- The layout cell share with drive strength beyond 1 is 60.7%, for reference.
- The overall die width is around 80 um, for reference.
- The post-synthesis area per instance is 8.17 um^2, for reference.
- Input and output buffers added on the ports amount to 14.
- Counting endpoints that fail hold in the final report gives 0.
- For the final routed database, the setup TNS stands at -0.478 ns.
- The critical path endpoint has a required time of 1.76 ns.
- The report lists the power per cell area as 212 nW/um^2.
- In this run the worst setup path begins at B[0].
- The first-pass iteration count of the detailed router is 1, for reference.
- Endpoints with negative setup slack in the final report add up to 3.
- Summing all multiplexer cells gives an area fraction of 0%.
- The routed wirelength normalized by instance count is ~5.5 um, for reference.
- The most prevalent standard cell on the critical path is sky130_fd_sc_hd__fa_2, for reference.
- The worst pin sits at a relative slew slack of roughly 94%.
- The detailed placer's ending HPWL is 400 um, for reference.
- Nets still carrying antenna violations after routing amount to 0.
- The final weighted congestion in routability-driven placement is 0.761, for reference.
- Among the non-sequential cells, adder cells take the most area.
- The floorplan has 21 rows.
- STA classifies the critical path endpoint as a primary output.
- The cell-mix breakdown from Yosys lists the XOR/XNOR area share as 0%.
- The area taken by sequential standard cells is reported as 0 um^2.
- The via count of the first global-routing pass is between 100 and 150, for reference.
- The overall die size recorded for this design is ~6400 um^2.
- The total routing resource utilization after global routing is 1.23%, for reference.
- The number of max-cap violations is 0, for reference.
- The count of different cell masters after synthesis is 3, for reference.
- The synthesized netlist devotes 51.6% of its cell area to adder and majority cells.
- The worst path in the final design needs a cycle of 2.56 ns, including I/O delays and setup.
- Once the clock tree was built, the setup fixing pass inserted 0 buffers.
- Setup repair after global routing could not meet its margin everywhere.
- The repair_antennas step left the layout with diodes totalling 0.
- The highest achievable clock rate is 391 MHz, for reference.
- The routed layout has between 100 and 150 vias.
- Once iteration 0 of detailed routing completed, the report listed 0 DRC markers.
cells by family (layout without fill, tap and decap cells):
kind of cell  count (synthesis)  after routing
buf+inv                      15             24
fa+ha+maj                     4              4
power by group:
group / internal, mW / switching, mW
Clock: 0 / 0
Combinational: 0.0466 / 0.0223
Sequential: 0 / 0
Total: 0.0466 / 0.0223
layout make-up:
type | count | area, um^2
fillers | 402 | 3090
repair buffers | 14 | 138
multi-input cells | 4 | 90.1
well taps | 46 | 57.6
inverters | 10 | 40.0
how the worst min path moves through the flow:
stage	endpoint	depth (start not counted)	from
CTS	add[1]	3	B[1]
global route	add[1]	3	B[1]
finish	add[1]	3	B[1]
per-stage QoR:
step	std cells	power [mW]	setup slack, ns	cell area [um^2]	hold slack, ns
2_1_floorplan	19	0.0342	-0.182	160	1.13
3_3_place_gp	74	0.0665	-1.05	320	1.92
3_5_place_dp	74	0.0673	-1.08	320	1.93
4_1_cts	74	0.0642	-0.409	320	1.48
5_1_grt	74	0.0789	-0.415	325	1.54
6_report	74	0.0690	-0.358	325	1.48
worst max-delay path, delay by kind of cell:
kind,cells,cell delay (ns)
buffers and inverters,6,0.38
adders and majority gates,4,1.31
per-layer routing:
metal | up-vias | wire [um] | global-route usage (%)
met5 | - | 0 | 0
met4 | 0 | 0 | 0
met3 | 0 | 136 | 1.36
met2 | 14 | 78 | 1.20
met1 | 54 | 195 | 1.74
li1 | 60 | - | -
timing repair:
| action | 4_1_cts | 5_1_grt |
|---|---|---|
| cloned | 0 | 0 |
| setup endpoints to repair | 5 | 3 |
| pin swaps | 4 | 4 |
| hold buffers | 0 | 0 |
| gates resized | 32 | 6 |
Yosys cell counts:
master / instances / area (um^2)
sky130_fd_sc_hd__fa_1: 4 / 80.1
sky130_fd_sc_hd__inv_1: 10 / 37.5
sky130_fd_sc_hd__buf_4: 5 / 37.5
Power and IR drop assume default switching activity.
